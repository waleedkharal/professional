`design.v`:
```
module sixteen_bit_Alu (
    input logic [15:0] num1,
    input logic [15:0] num2,
    input logic [2:0] output_opreation_selector,
    output logic [16:0] output_opreation_value
);
always_comb begin 
    case (output_opreation_selector)
        3'b000: output_opreation_value = num1 + num2;
        3'b001: output_opreation_value = num1 - num2;
        3'b010: output_opreation_value = num1 & num2;
        3'b011: output_opreation_value = num1 | num2;
        3'b100: output_opreation_value = num1 ^ num2;
        default: output_opreation_value = num1 & num2;
    endcase
end
endmodule
```
`run.sh`:
```
#!/bin/bash
# OpenROAD 26Q1-2900-gdf79404cd8, Yosys 0.63+post, stock flow scripts
make -C /OpenROAD-flow-scripts/flow DESIGN_CONFIG=/design/flow/config.mk WORK_HOME=/design/flow/orfs finish
```
`config.mk`:
```
export PLATFORM = sky130hd
export DESIGN_NAME = sixteen_bit_Alu
export DESIGN_NICKNAME = sixteen_bit_Alu
export VERILOG_FILES = /design/flow/design.v
export SDC_FILE = /design/flow/constraint.sdc
export NUM_CORES = 4
export LEC_CHECK = 1
export CORE_UTILIZATION = 30
```
`constraint.sdc`:
```
current_design sixteen_bit_Alu

set clk_period 8.3
set clk_io_pct 0.2

create_clock -name clk0 -period $clk_period

set non_clock_inputs [all_inputs -no_clocks]
set_input_delay [expr $clk_period * $clk_io_pct] -clock clk0 $non_clock_inputs
set_output_delay [expr $clk_period * $clk_io_pct] -clock clk0 [all_outputs]
```
==> results.sh <==
# yosys + openroad results
export IMPL_timing_final_crit_share_pct=88.2
export IMPL_antenna_found_initial=0
export IMPL_drtPass1Iterations=4
export IMPL_crit_slowest_cell="a2111oi_0"
export IMPL_seq_cells=0
export IMPL_fp_util_pct=31.1
export IMPL_io_buffers=52
export IMPL_fp_dieW_um=88.6
export IMPL_holdBufCountCts=0
export IMPL_avgRoutedWirePerCell_um=14.6
export IMPL_synth_cell_area_um2=2250
export IMPL_drtAntennaViolNets=0
export IMPL_worstHoldStart="output_opreation_selector[1]"
export IMPL_viasPerCell=5.31
export IMPL_num_vias=2474
export IMPL_arrival_ns=5.66
export IMPL_path_cells="clkdlybuf4s50_1, inv_1, ha_1, or4b_1, or3_4, nor4_4, a31oi_1, xnor2_1, ha_1, nand2_1, a2111oi_0, nor3_1, o31ai_1, clkdlybuf4s50_1"
export IMPL_holdCritPathClass="in2out"
export IMPL_slew_violations=0
export IMPL_syn_inst=325
export IMPL_worstMarginPinSlew_ns=0.733
export IMPL_nClkBuffers=0
export IMPL_yosysCellCount=325
export IMPL_die_h_um=88.6
export IMPL_boundaryPins=52
export IMPL_drc=0
export IMPL_fin_cells=466
export IMPL_hold_viol=0
export IMPL_antenna_cells=0
export IMPL_finalSetupTns_ns=0
export IMPL_yosys_area_um2=2250
export IMPL_row_count=31
export IMPL_post_place_ws_ns=0.987
export IMPL_max_freq_ghz=0.137
export IMPL_p_leak_nw=1.30
export IMPL_drtIter0Drc=113
export IMPL_grt_usage_pct=18.3
export IMPL_critPathKind="in2out"
export IMPL_startpoint="num2[0]"
export IMPL_warning_count=49
export IMPL_postCtsSetupBuffers=0
export IMPL_drive_gt1_share_pct=2.45
export IMPL_grt_pass1_vias=2324
export IMPL_dp_cells=466
export IMPL_gp_congestion=0.893
export IMPL_die_area_um2=7860
export IMPL_fillerInstances=775
export IMPL_ys_seq_share_pct=0
export IMPL_start_kind="input port"
export IMPL_cap_violations=0
export IMPL_setup_viol_count_final=0
export IMPL_regArea_um2=0
export IMPL_cpLargestDelayFamily="simple AND/OR/NAND/NOR gates"
export IMPL_ir_drop_mv=0.0234
export IMPL_cts_resized=0
export IMPL_crit_fanout=6
export IMPL_ys_types=43
export IMPL_outcome="completed"
export IMPL_cp_end_kind="output pin"
export IMPL_syn_area_per_cell_um2=6.93
export IMPL_core_area_um2=7250
export IMPL_worstPathRequired_ns=6.64
export IMPL_grt_max_degree=27
export IMPL_final_setup_worst_slack_ns=0.977
export IMPL_rsz0062_at_grt="false"
export IMPL_dp_final_hpwl_um=5560
export IMPL_powerDensity_nw_per_um2=67.3
export IMPL_syn2layout_area_growth_pct=27.6
export IMPL_min_period_ns=7.32
export IMPL_synth_warning_count=1
export IMPL_wl_um=6800
export IMPL_grt_pass1_wl_um=11200
export IMPL_path_buffers=3
export IMPL_gr_total_overflow=0
export IMPL_cpPeakStageDelay_ns=0.58
export IMPL_max_slew_margin_pct=51.1
export IMPL_hold_slack_ns=4.50
tightest hold or removal path: cells and delay by family:
kind	cells	cell delay, ns
buffers and inverters	3	1.01
AOI/OAI and AO/OA	1	0.08
and+or+nand+nor	1	0.08
report_power, final:
group	switching (mW)	internal [mW]
Combinational	0.0971	0.0963
Sequential	0	0
Clock	0	0
Yosys cell counts, drive strengths merged:
| master | n | area share, % |
|---|---|---|
| a31oi | 3 | 0.83 |
| nand3b | 1 | 0.33 |
| nand4 | 4 | 1.1 |
| o31ai | 6 | 2.0 |
| xor2 | 5 | 1.9 |
| nor4 | 2 | 1.2 |
| a22oi | 11 | 3.7 |
| nor3b | 1 | 0.33 |
| a211o | 1 | 0.39 |
| a31o | 1 | 0.39 |
| o21a | 7 | 2.3 |
| nor2 | 19 | 3.2 |
| or3 | 3 | 1.1 |
| nor3 | 9 | 2.0 |
| a2111oi | 2 | 0.78 |
| o21ba | 1 | 0.44 |
| fa | 1 | 0.89 |
| a2111o | 1 | 0.50 |
| a221o | 1 | 0.44 |
| a211oi | 2 | 0.67 |
| and2 | 1 | 0.28 |
| nand2b | 6 | 1.7 |
| a21oi | 21 | 4.7 |
| xnor2 | 15 | 5.8 |
| clkbuf | 11 | 1.8 |
| ha | 49 | 27 |
| or4b | 1 | 0.44 |
| mux2i | 3 | 1.3 |
| o211ai | 3 | 1.0 |
| and4 | 2 | 0.78 |
| buf | 3 | 0.56 |
| or2 | 1 | 0.28 |
| o22ai | 17 | 4.7 |
| nand2 | 16 | 2.7 |
| a21o | 6 | 2.0 |
| nand3 | 3 | 0.67 |
| inv | 49 | 8.2 |
| o21ai | 18 | 4.0 |
| a22o | 17 | 6.6 |
| o31a | 2 | 0.78 |
per-layer routing:
metal | vias to the layer above | track usage (%) | routed length (um)
met1 | 1130 | 25.7 | 3160
met3 | 10 | 0.568 | 319
li1 | 1267 | - | -
met4 | 0 | 6.30 | 191
met2 | 67 | 30.2 | 3130
met5 | - | 0 | 0
cell usage in the layout, fill, tap and decap left out, types with 4 or more instances in the layout:
| cell | n |
|---|---|
| ha_1 | 49 |
| a22o_1 | 17 |
| a22oi_1 | 11 |
| o22ai_1 | 17 |
| nand2_1 | 16 |
| a21o_1 | 6 |
| nor2_1 | 19 |
| o21a_1 | 7 |
| nand4_1 | 4 |
| clkdlybuf4s50_1 | 52 |
| nand2b_1 | 6 |
| nor3_1 | 9 |
| o31ai_1 | 6 |
| inv_1 | 49 |
| xor2_1 | 5 |
| o21ai_0 | 18 |
| xnor2_1 | 15 |
| a21oi_1 | 21 |
| buf_4 | 4 |
logic make-up (layout without fill, tap and decap cells):
logic type                 after synthesis  in the layout  share of synthesized area (%)
AOI/OAI and AO/OA                      120            120                           36.2
xor gates and xnor gates                20             20                           7.78
adders and majority gates               50             50                           28.1
buffers and inverters                   63            105                           10.6
muxes                                    3              3                           1.33
and+or+nand+nor                         69             69                           16.0
stage by stage:
step	utilization [%]	area (um^2)	power (mW)
global placement	39.6	2870	0.192
CTS	39.6	2870	0.194
global route	39.6	2870	0.218
floorplan	-	2250	0.118
detailed placement	39.6	2870	0.193
finish	39.6	2870	0.193
layout make-up:
class,count,area (um^2),area share (%)
timing repair buffer,56,551,19.2
inverter,49,184,6.40
multi-input combinational,262,2010,70.1
tap,99,124,4.31
final timing paths:
kind	endpoint	slack (ns)	cells past startpoint
hold / removal	output_opreation_value[0]	4.50	5
setup / recovery	output_opreation_value[13]	0.98	14
Power figures rest on the tool's default switching activity, not on a simulated workload.
